$ cat flow/run.sh
#!/bin/bash
# OpenROAD 26Q1-2900-gdf79404cd8, Yosys 0.63+post, stock flow scripts
make -C /OpenROAD-flow-scripts/flow DESIGN_CONFIG=/design/flow/config.mk WORK_HOME=/design/flow/orfs finish
$ cat flow/config.mk
export PLATFORM = sky130hd
export DESIGN_NAME = pointer_logic
export DESIGN_NICKNAME = pointer_logic
export VERILOG_FILES = /design/flow/design.v
export SDC_FILE = /design/flow/constraint.sdc
export NUM_CORES = 4
export LEC_CHECK = 1
export CORE_AREA = 10 10 70 70
export DIE_AREA = 0 0 80 80
$ cat flow/constraint.sdc
current_design pointer_logic

set clk_period 1.0
set clk_io_pct 0.2

create_clock -name clk0 -period $clk_period [get_ports {clk}]

set non_clock_inputs [all_inputs -no_clocks]
set_input_delay [expr $clk_period * $clk_io_pct] -clock clk0 $non_clock_inputs
set_output_delay [expr $clk_period * $clk_io_pct] -clock clk0 [all_outputs]
$ cat flow/design.v
`timescale 1ns / 1ps
module pointer_logic #(parameter ADDR_WIDTH = 4)(
    input clk, rst, inc_en,
    output reg [ADDR_WIDTH-1:0] bin_ptr,
    output reg [ADDR_WIDTH-1:0] gray_ptr
);
    always @(posedge clk or posedge rst) begin
        if (rst) begin
            bin_ptr <= 0;
            gray_ptr <= 0;
        end else if (inc_en) begin
            bin_ptr <= bin_ptr + 1;
            gray_ptr <= (bin_ptr >> 1) ^ bin_ptr;  
        end
    end
endmodule
==> notes.md <==
Notes on the physical design

The run finished, with violations left. The checks that failed: negative setup slack. The maximum buffer depth of the clock tree is 2. After floorplanning, the die was sized to cover 0.00640 mm2. The share of synthesized area occupied by flip-flops and latches is 54.7%. The skew report gives the latency at the later pin of the worst-skew pair as 0.25 ns. The class of the tightest hold or removal check is in2async. Leaving out buffers and inverters, the combinational logic in the layout accounts for 153 um2. The total global-route track usage is 2.56%. 0 antenna diodes ended up in the layout. The total number of vias is 240. The fraction of layout cells with a size suffix above 1 is 61.4%.

The number of buffers added by the clock tree synthesis step is 3. Cells fill between 10% and 20% of the core in the end. The placed instances occupy a cell area of slightly below 500 um2. The initial antenna violation count was 0. The number of OpenROAD warnings is 28.

The peak supply drop is a little over 0.5 mV. The flop and latch count out of synthesis is 7. In the final report, the number of hold violations comes to 0.

The setup clock skew after layout is 0.000647 ns. The number of global-route vias before repair is 233. The total wire length is 805 um. Per the Yosys statistics, synthesis produced 23 cells.

In the CTS report, the clock slew at the register clock pins of the worst setup and hold paths is listed as 0.05 ns. The required time at the worst endpoint is listed as 1.14 ns. The power per cell area is between 3000 and 4000 mW/mm2. The deepest level of the CTS H-tree is 1. The sequential cell area is about 180 um2. The share of the core area taken by cells at floorplan is 9.38%. The ratio of final minimum period to clock period is 112%. TritonCTS built the clock tree.

Per the timing report, the biggest fanout along the worst path comes to 3. For this run, the number of Yosys warnings is 1. The area of the core is 0.00342 mm2. The complex-gate fraction of the synthesized area is 1.56%. Summed over all instances, the cell type with the most area after synthesis is sky130_fd_sc_hd__dfrtp_1. The flow reports an fmax of just under 900 MHz.

The arrival time at the worst endpoint is 1.26 ns. Entering global routing, the biggest net connects 8 pins. The critical path is of the reg2reg type. The height of the die is 80 um. The kind of start point of the critical path is a flip-flop. The worst slew slack as a fraction of its limit is 77.2%. The worst reg2reg path depth is 3. The number of failing setup endpoints in the final timing report is 3.

The count of cell types in the netlist is 12. The combinational family with the most area after synthesis is multiplexers. Dividing the detail-routed wire length by the instance count gives 8.94 um. The worst-case hold slack is about 0.18 ns. Per the GRT congestion report, total overflow comes to 0. Subtracting the final worst setup slack from the clock period gives 1.12 ns.

Of the post-synthesis cell area, the dominant cell type holds 54.7%. The final antenna-violating net count is 0. The finished cells cover 551 um2.

The routed design shows a via density per instance of between 2 and 3. The register-to-register setup slack is -0.12 ns. The I/O pin count is 11.

The floorplan die width is about 80 um. The number of clock sinks seen by CTS is 7. The number of maximum-capacitance violations recorded for the run is 0. Per the synthesis report, the XOR/XNOR share of the synthesized area is between 10% and 20%. The stat command in Yosys gives a chip area of 320 um2. The worst flop-to-flop path endpoint is bin_ptr[1].

The first global-routing pass estimated approximately 1200 um of wire. Summed over all cells, the static leakage comes to 0.245 nW. Looking at the clock tree report, the root buffer type is sky130_fd_sc_hd__clkbuf_4. The worst-case setup margin in the final layout is -0.122 ns.

The initialized floorplan defines 21 standard-cell rows. The DRC violation total left in the routed layout is recorded as 0. The synthesized netlist devotes under 10% of its cell area to simple gates. The violation tally recorded at the end of detailed-routing iteration 0 is 12. At the end of routability-driven placement, the weighted congestion stood at a little over 0.7. The layout-stage area growth over the synthesis result is 71.9%.

The multiplexer share of the synthesized area is about 14%. The synthesized netlist occupies a cell area of 320 um2. Counting the fill cells in the layout gives 385. The transition time of the tightest slew-check pin is 0.342 ns. In this run, the synthesized area fraction spent on adder and majority cells is recorded as approximately 8%. The length of the first detailed-routing pass in iterations is 2. The count of mapped cells out of synthesis is 23.

The worst setup path is captured at a flip-flop. Setup repair after global routing could not meet its margin everywhere. After synthesis, the cell types taking the most area are sky130_fd_sc_hd__dfrtp_1 55%, sky130_fd_sc_hd__mux2_4 14%, sky130_fd_sc_hd__xnor2_1 8.2%, sky130_fd_sc_hd__ha_1 7.8%, sky130_fd_sc_hd__buf_6 3.5%. The launch instance of the worst register-to-register path is bin_ptr[1]. The count of final max-slew check failures is 0.

A synthesized cell averages 13.9 um2. Input and output buffers added on the ports amount to 10.
-- state kept, by name, summed over array words and instances, names as in the netlist --
name,flops
gray_ptr,3
bin_ptr,4
-- critical path, cell delays in order, from the launching register on --
cell	delay, ns
sky130_fd_sc_hd__dfrtp_2	0.42
sky130_fd_sc_hd__buf_6	0.14
sky130_fd_sc_hd__ha_4	0.20
sky130_fd_sc_hd__mux2_4	0.25
-- per-stage QoR --
stage               instances  setup TNS (ns)  worst slack (ns)  total power [mW]
finish                     90          -0.295            -0.122              1.66
global route               90          -0.540            -0.150              1.83
CTS                        90          -0.261            -0.126              1.66
detailed placement         82           -2.49            -0.321              1.33
global placement           82           -2.41            -0.309              1.32
floorplan                  23         -0.0729           -0.0387             0.851
-- what timing repair did --
item,4_1_cts,5_1_grt
hold buffers,0,0
gates cloned,0,0
resized,30,2
pin swaps,1,1
buffers inserted,4,1
endpoints found under the setup margin,12,8
-- kinds of logic after synthesis --
group | count (synthesis)
buffers and inverters | 3
XOR/XNOR | 4
AND-OR/OR-AND | 1
flip-flops | 7
adder cells (fa/ha/maj) | 2
AND/OR/NAND/NOR | 3
multiplexers | 3
-- Yosys cell counts --
cell and instances:
sky130_fd_sc_hd__a21oi_1 1, sky130_fd_sc_hd__buf_4 1, sky130_fd_sc_hd__buf_6 1, sky130_fd_sc_hd__dfrtp_1 7
sky130_fd_sc_hd__ha_1 2, sky130_fd_sc_hd__inv_1 1, sky130_fd_sc_hd__mux2_4 3, sky130_fd_sc_hd__nand2_1 1
sky130_fd_sc_hd__nand3_1 1, sky130_fd_sc_hd__nor2_1 1, sky130_fd_sc_hd__xnor2_1 3, sky130_fd_sc_hd__xor2_1 1
-- area by class of cell --
type | count | share of cell area [%]
sequential | 7 | 32.0
multi-input combinational | 13 | 27.7
timing repair buffer | 19 | 24.3
tap | 46 | 10.5
clock buffer | 4 | 4.77
inverter | 1 | 0.682
-- how the worst max path moves through the flow --
stage	from	endpoint	cells past startpoint
6_report	bin_ptr[1]	bin_ptr[1]	3
5_1_grt	bin_ptr[1]	bin_ptr[1]	3
4_1_cts	bin_ptr[0]	bin_ptr[1]	3
-- report_power, final --
group          internal (mW)  total, mW  leakage (nW)  switching, mW
sequential             0.438      0.528        0.0807         0.0900
clock                  0.152      0.260        0.0150          0.107
combinational          0.580      0.871         0.149          0.292
total                   1.17       1.66         0.245          0.489
-- placed cells by master, fill, tap and decap left out, drive strengths merged, types with 2 or more instances in the layout --
cell type	netlist	routed
clkbuf	0	4
xnor2	3	3
mux2	3	3
ha	2	2
buf	2	17
dfrtp	7	7
-- layer usage --
metal  GRT usage (%)  up-vias  share of wire (%)
met3            3.30        2                 20
met5               0        -                  0
met2            2.65       12                 33
met1            3.03      108                 44
met4           0.528        0                2.4
li1                -      118                  -
No activity file was given, so power comes from the tool's default toggle rates.
